$ cat design/flow/config.mk
export PLATFORM = sky130hd
export DESIGN_NAME = i2s_rx
export DESIGN_NICKNAME = i2s_rx
export VERILOG_FILES = /design/flow/design.v
export SDC_FILE = /design/flow/constraint.sdc
export NUM_CORES = 4
export LEC_CHECK = 1
export CORE_UTILIZATION = 40
$ cat design/flow/constraint.sdc
current_design i2s_rx

set clk_period 2.6
set clk_io_pct 0.2

create_clock -name clk0 -period $clk_period [get_ports {bclk}]

set non_clock_inputs [all_inputs -no_clocks]
set_input_delay [expr $clk_period * $clk_io_pct] -clock clk0 $non_clock_inputs
set_output_delay [expr $clk_period * $clk_io_pct] -clock clk0 [all_outputs]
$ cat design/flow/design.v
module i2s_rx#(
    parameter   DW = 32,
    parameter   TYPE = "I2S"
)(
    input               rst,
    input               lrck,
    input               bclk,
    input               data,
    output reg          valid  = 0,
    output reg [DW-1:0] l_data = 0,
    output reg [DW-1:0] r_data = 0
);
reg [8:0] bcnt; 
wire[8:0] bcnt_x;
wire        valid_x;
reg       lrck_q;
wire      lrck_rise;
wire      lrck_fall;
reg [31:0] l_shift = 0;
reg [31:0] r_shift = 0;
assign bcnt_x = (rst | lrck_rise | lrck_fall)? 9'b0 : bcnt + 1'b1;
always@(posedge bclk)
begin
    if(lrck)  
        r_shift <= {r_shift[30:0], data};
    else
        l_shift <= {l_shift[30:0], data};
    lrck_q <= lrck;
    bcnt <= bcnt_x;
    if(lrck_fall)
        r_data <= TYPE == "RJUST" ? r_shift[DW-1:0] :
                  TYPE == "LJUST" ? r_shift[31 -: DW] : r_shift[30 -: DW];
    if(lrck_rise)
        l_data <= TYPE == "RJUST" ? l_shift[DW-1:0] :
                  TYPE == "LJUST" ? l_shift[31 -: DW] : l_shift[30 -: DW];
end
always@(posedge bclk or posedge rst)
begin
    if(rst)
        valid <= 1'b0;
    else if(lrck_rise)
        valid <= 1'b1;
    else
        valid <= 1'b0;
end
assign lrck_rise = lrck & !lrck_q;
assign lrck_fall = !lrck & lrck_q;
endmodule
$ cat design/flow/run.sh
#!/bin/bash
# OpenROAD 26Q1-2900-gdf79404cd8, Yosys 0.63+post, stock flow scripts
make -C /OpenROAD-flow-scripts/flow DESIGN_CONFIG=/design/flow/config.mk WORK_HOME=/design/flow/orfs finish
==> Changelog: implementation <==
## Implementation

* Post-synth seq share at 98.9%
* Layout cell share with drive strength beyond 1 at 15.8%
* F_max at 546 MHz
* Global Route Usage Sum at 11.5%
* Max FO, Critical Path at 1
* CTS tree: yes
* DR iter-0 viols at 44
* Commonest flop: edfxtp_1
* Critical Path, Cell by Cell: clkdlybuf4s50_1
* IO Port Bufs at 66
* Io pins at 69
* Clk ins delay skew pair at 490 ps
* Synthesized instance count at 133
* CP Class: reg -> out
* Post-synth EDFFs at 124
* Crit path DAT at 1310 ps
* Antenna Cells at 0
* Synth cell types at 8
* Final RePlAce weighted congestion at 0.736
* CTS Root Cell: clkbuf_8
* Num rows at 35
* First-pass GRT wire length at 7740 um
* Routed wire length at 5040 um
* Worst-path clk slew at 60 ps
* Worst setup EP type: output port
* Final setup fails at 0
* Max incr delay on CP at 470 ps
* Postcts setup bufs at 0
* Final hold violations at 0
* DRC errors left at 0
* Yosys Instances at 133
* Pwr dens at 927 nW/um2
* RSZ-0062 raised after global routing: false
* TritonCTS sink count at 126
* Crit path max-delay family: buffers and inverters
* CTS Hold Buffers Added at 0
* Logic area at 25.0 um2
* Clock buffer count from CTS at 17
* Vias in the first global route at 1574
* CP Buf/Inv Count at 1
* Max-cap violation count at 0
* Crit share post-route at 70.5%
* Worst path required time at 2080 ps
* Cell taking the most area after synthesis: edfxtp_1
* Clk buf depth at 2
* Synthesized area at 3810 um2
* Die Height at 99.6 um
* Dominant cell area share at 97.7%
* GRT overflow at 0
* Via/cell ratio at 4.27
* Top cells by count: 124 x edfxtp_1, 2 x buf_4, 2 x inv_1
* Tool Warnings at 25
* Peak supply drop at 0.582 mV
* Synth Warn # at 3
* Worst path slowest cell: clkdlybuf4s50_1
* Pleak at 1.81 nW
* Largest net degree at the start of global routing at 33
* Die Width at 99.6 um
* FP Util at 41.2%
* Final Max Slew Viols at 0
* Syn_area_per_cell at 28.6 um2
* Layout area overhead at 38.5%
* Reg-to-reg startpoint: lrck_q$_DFF_P_
* Startpoint type of the worst setup path: register
* Crit. Startpoint: r_data[24]$_DFFE_PP_
* Pre-antenna DRT Iters at 4
* H-tree depth at 4
* Worst hold path type: in -> async
* Post-CTS Resized at 0
* Setup TNS at 0 ps
* Core Area at 9240 um2
* WL/cell at 13.9 um
* Async set-or-reset flop fraction in the synthesized netlist at 0.794%
* Skew final at 6.27 ps
* Vias post-DR at 1550
* Initial antenna violation count at 0
* Fillers at 675
* Min Tclk post-route at 1830 ps
* Detail Route Antenna Nets at 0
* Dominant cells by area after synthesis: edfxtp_1 98%, dfrtp_1 0.66%, dfxtp_1 0.53%
* Full die area at 9920 um2
* Yosys stat area at 3810 um2
* Register bit count reported by yosys at 126
* Power Total at 0.00489 W
* Dpl hpwl at 2800 um
* Reg area at 3770 um2
* Synth top cell by count: edfxtp_1
* Status: finished clean
## metal layers
metal | up-vias | track usage [%] | part of all wire, %
met3 | 4 | 6.43 | 7.9
met5 | - | 0 | 0
li1 | 713 | - | -
met4 | 0 | 2.49 | 0.95
met1 | 768 | 19.1 | 45
met2 | 65 | 15.4 | 47
## layout by cell type, fill, tap and decap left out, drive strengths merged
master	synthesis	routed
edfxtp	124	124
clkdlybuf4s50	0	66
clkbuf	0	18
inv	2	7
bufinv	0	4
buf	2	4
clkinv	0	3
conb	1	2
clkinvlp	0	2
nor2b	1	1
and2b	1	1
dfxtp	1	1
dfrtp	1	1
## stage by stage
stage	instances	cell area [um2]	hold WS, ps	util (%)	setup WS (ps)
5_1_grt	363	5280	144	57.1	681
4_1_cts	363	5280	126	57.1	719
3_5_place_dp	331	4650	405	50.4	579
2_1_floorplan	134	3810	249	-	249
6_report	363	5280	157	57.1	768
3_3_place_gp	331	4650	402	50.4	617
## report_power, final
group	leakage (nW)	internal, W	switching [W]
registers	1.21	0.00234	0.0000349
logic	0.303	0.0000528	0.0000410
clock network	0.297	0.00158	0.000846
## sequential cells by signal, indices dropped and copies added, names as in the netlist
| register | cells |
|---|---|
| valid | 1 |
| r_shift | 31 |
| l_shift | 31 |
| r_data | 31 |
| lrck_q | 1 |
| l_data | 31 |
## path summary, 6_finish.rpt
kind / slack [ps] / cells after the start / endpoint
max reg2reg: 1390 / 2 / l_data[28]$_DFFE_PP_
min in group clk0: 420 / 0 / l_data[31]$_DFFE_PP_
min reg2reg: 420 / 0 / l_data[31]$_DFFE_PP_
max in group asynchronous: 2350 / 2 / valid$_DFF_PP0_
max: 770 / 1 / r_data[24]
min: 160 / 2 / valid$_DFF_PP0_
## kinds of logic after synthesis
kind of cell	after synthesis	synth area share [%]
other cells	1	0.0984
simple gates	2	0.394
buf+inv	4	0.591
flops	126	98.9
## cell type report
class / instances / share of cell area, %
Multi-Input combinational cell: 4 / 0.474
Clock buffer: 18 / 7.92
Clock inverter: 14 / 3.89
Inverter: 2 / 0.142
Sequential cell: 126 / 71.4
Timing Repair Buffer: 70 / 13.1
Tap cell: 129 / 3.06
Power figures rest on the tool's default switching activity, not on a simulated workload.
