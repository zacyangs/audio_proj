==> design.v <==
module spdif_core
(
    input           clk_i,
    input           rst_i,
    input           bit_out_en_i,
    output          spdif_o,
    input [31:0]    sample_i,
    output reg      sample_req_o
);
reg [15:0]  audio_sample_q;
reg [8:0]   subframe_count_q;
reg         load_subframe_q;
reg [7:0]   preamble_q;
wire [31:0] subframe_w;
reg [5:0]   bit_count_q;
reg         bit_toggle_q;
reg         spdif_out_q;
reg [5:0]   parity_count_q;
always @ (posedge rst_i or posedge clk_i )
begin
    if (rst_i == 1'b1)
        subframe_count_q    <= 9'd0;
    else if (load_subframe_q)
    begin
        if (subframe_count_q == 9'd383)
            subframe_count_q <= 9'd0;
        else
            subframe_count_q <= subframe_count_q + 9'd1;
    end
end
reg [15:0] sample_buf_q;
always @ (posedge rst_i or posedge clk_i )
begin
   if (rst_i == 1'b1)
   begin
        audio_sample_q      <= 16'h0000;
        sample_buf_q        <= 16'h0000;
        sample_req_o        <= 1'b0;
   end
   else if (load_subframe_q)
   begin
        if (subframe_count_q[0] == 1'b0)
        begin
            audio_sample_q <= sample_i[15:0];
            sample_buf_q <= sample_i[31:16];
            sample_req_o <= 1'b1;
        end
        else
        begin
            audio_sample_q <= sample_buf_q;
            sample_req_o <= 1'b0;
        end
   end
   else
        sample_req_o <= 1'b0;
end
assign subframe_w[3:0] = 4'b0000;
assign subframe_w[7:4] = 4'b0000;
assign subframe_w[11:8] = 4'b0000;
assign subframe_w[27:12] = audio_sample_q;
assign subframe_w[28] = 1'b0;  
assign subframe_w[29] = 1'b0;
assign subframe_w[30] = 1'b0;
assign subframe_w[31] = 1'b0;
localparam PREAMBLE_Z = 8'b00010111;
localparam PREAMBLE_Y = 8'b00100111;
localparam PREAMBLE_X = 8'b01000111;
reg [7:0] preamble_r;
always @ *
begin
    if (subframe_count_q == 9'd0)
        preamble_r = PREAMBLE_Z;  
    else if (subframe_count_q[0] == 1'b1)
        preamble_r = PREAMBLE_Y;  
    else
        preamble_r = PREAMBLE_X;  
end
always @ (posedge rst_i or posedge clk_i )
if (rst_i == 1'b1)
    preamble_q  <= 8'h00;
else if (load_subframe_q)
    preamble_q  <= preamble_r;
always @ (posedge rst_i or posedge clk_i )
begin
   if (rst_i == 1'b1)
   begin
        parity_count_q  <= 6'd0;
   end
   else if (bit_out_en_i)
   begin
        if (bit_count_q < 6'd8)
        begin
            parity_count_q  <= 6'd0;
        end
        else if (bit_count_q < 6'd62)
        begin
            if (bit_count_q[0] == 0 && subframe_w[bit_count_q / 2] == 1'b1)
                parity_count_q <= parity_count_q + 6'd1;
        end
   end
end
always @ (posedge rst_i or posedge clk_i)
begin
    if (rst_i == 1'b1)
    begin
        bit_count_q     <= 6'b0;
        load_subframe_q <= 1'b1;
    end
    else if (bit_out_en_i)
    begin
        if (bit_count_q == 6'd63)
        begin
            bit_count_q     <= 6'd0;
            load_subframe_q <= 1'b1;
        end
        else
        begin
            bit_count_q     <= bit_count_q + 6'd1;
            load_subframe_q <= 1'b0;
        end
    end
    else
        load_subframe_q <= 1'b0;
end
always @ (posedge rst_i or posedge clk_i)
if (rst_i == 1'b1)
    bit_toggle_q    <= 1'b0;
else if (bit_out_en_i)
    bit_toggle_q <= ~bit_toggle_q;
reg bit_r;
always @ *
begin
    bit_r = spdif_out_q;
    if (bit_out_en_i)
    begin
        if (bit_count_q < 6'd8)
        begin
            bit_r = preamble_q[bit_count_q[2:0]];
        end
        else if (bit_count_q < 6'd62)
        begin
            if (subframe_w[bit_count_q / 2] == 1'b0)
            begin
                if (bit_toggle_q == 1'b0)
                    bit_r = ~spdif_out_q;
                else
                    bit_r = spdif_out_q;
            end
            else
                bit_r = ~spdif_out_q;
        end
        else
        begin
            if (parity_count_q[0] == 1'b0)
            begin
                if (bit_toggle_q == 1'b0)
                    bit_r = ~spdif_out_q;
                else
                    bit_r = spdif_out_q;
            end
            else
                bit_r = ~spdif_out_q;
        end
    end
end
always @ (posedge rst_i or posedge clk_i )
if (rst_i == 1'b1)
    spdif_out_q <= 1'b0;
else
    spdif_out_q <= bit_r;
assign spdif_o  = spdif_out_q;
endmodule
==> run.sh <==
#!/bin/bash
# OpenROAD 26Q1-2900-gdf79404cd8, Yosys 0.63+post, stock flow scripts
make -C /OpenROAD-flow-scripts/flow DESIGN_CONFIG=/design/flow/config.mk WORK_HOME=/design/flow/orfs finish
==> config.mk <==
export PLATFORM = sky130hd
export DESIGN_NAME = spdif_core
export DESIGN_NICKNAME = spdif_core
export VERILOG_FILES = /design/flow/design.v
export SDC_FILE = /design/flow/constraint.sdc
export NUM_CORES = 4
export LEC_CHECK = 1
export CORE_UTILIZATION = 30
==> constraint.sdc <==
current_design spdif_core

set clk_period 5.3
set clk_io_pct 0.2

create_clock -name clk0 -period $clk_period [get_ports {clk_i}]

set non_clock_inputs [all_inputs -no_clocks]
set_input_delay [expr $clk_period * $clk_io_pct] -clock clk0 $non_clock_inputs
set_output_delay [expr $clk_period * $clk_io_pct] -clock clk0 [all_outputs]
==> flow_summary.json <==
{
  "outcome": "finished clean",
  "rsz0062_at_grt": "false",
  "port_buffers": 36,
  "p_int_w": 0.0007621,
  "fp_util_pct": 30.93,
  "yosysTopAreaCell": "dfrtp_1",
  "worstHoldPathCells": 1,
  "irDropWorstVdd_mv": 0.1693,
  "tritoncts": "yes",
  "vias": 1832,
  "worst-path-stages": 5,
  "yosys.stat.seqShare_pct": 52.26,
  "gp_congestion": 0.7906,
  "via_per_inst": 4.834,
  "grt_usage_pct": 12.09,
  "r2r_cells": 5,
  "synthesis.instances": 239,
  "grt_first_pass_wirelength_um": 8618,
  "rows": 34,
  "pwr-share-seq_pct": 53.2,
  "compound_area_share_pct": 9.883,
  "final_util_pct": 37.10,
  "drt_first_pass_iters": 4,
  "path_delay_family": "flip-flops",
  "cts_htree_levels": 2,
  "swShare_pct": 31.70,
  "ff_type": "dfrtp_1",
  "edf_count": 0,
  "crit_fanout": 14,
  "critPathLaunchType": "flip-flop",
  "fin_crit_sh_pct": 43.20,
  "xor_area_share_pct": 2.611,
  "synth.top_cell.area_share_pct": 51.28,
  "fin_worst_skew_ps": 7.009,
  "common_cells": "dfrtp_1, nor2_1, mux2_2, mux2i_1, a21oi_1",
  "clockRootBuffer": "clkbuf_8",
  "antenna_found_initial": 0,
  "postCtsSetupBuffers": 0,
  "drv_cap": 0,
  "cts_resized": 0,
  "ant_nets": 0,
  "cp-startpoint": "bit_count_q[1]",
  "tns_ps": 0,
  "use_met2_pct": 17.84,
  "wl_per_cell_um": 12.58,
  "syn_avg_cell_area_um2": 11.23,
  "finalSetupViolations": 0,
  "grt_max_degree": 57,
  "area_growth_pct": 19.95,
  "critPathKind": "reg2reg",
  "drc_errors": 0,
  "power-per-cell-area_mw_per_mm2": 346.6,
  "power_frac_clock_pct": 20.4,
  "total_power_w": 0.001116,
  "simple_gate_share_pct": 12.91,
  "die_h_um": 96.59,
  "die_w_um": 96.59,
  "ios": 37,
  "clock_sinks": 56,
  "grtUsageMet3_pct": 1.750,
  "cts-buffers-inserted": 5,
  "crit_end": "parity_count_q[0]",
  "ys_top_logic_family": "multiplexers",
  "worst_pin_slew_ps": 771.9,
  "warning_count": 26,
  "max_freq_mhz": 436.8,
  "numSynthFlops": 56,
  "ys_warn_count": 1,
  "r2r-end": "parity_count_q[0]",
  "final-hold-violation-count": 0,
  "holdWs_ps": 475.9,
  "core_mm2": 0.008678,
  "combPwrFrac_pct": 26.3,
  "clock_latency_ps": 310,
  "p_sw_w": 0.0003538,
  "synthMuxAreaShare_pct": 17.58,
  "crit_slowest_cell": "dfrtp_1",
  "hold_path_class": "reg2reg",
  "drive_gt1_share_pct": 13.65,
  "required_ps": 5500,
  "path_buffers": 0,
  "drt_iter0_drc": 73,
  "ys_sh_adder_pct": 1.399,
  "cp_data_arrival_time_ps": 2490,
  "regToRegSetupSlack_ps": 3010,
  "antennaDiodeCount": 0,
  "rr_startpoint": "bit_count_q[1]",
  "syn_area_mm2": 0.002684,
  "crit_path_end_kind": "flip-flop",
  "grt_pass1_vias": 1757,
  "die_area_mm2": 0.009329,
  "slew_headroom_pct": 48.54,
  "ys_area_mm2": 0.002684,
  "grt.overflow.total": 0,
  "cp_cell_sequence": "mux4_2 > or2_1 > a32oi_1 > nor4b_1 > a311o_1",
  "slew_viol_final": 0,
  "top_cells_by_area": "dfrtp_1, mux2_2, mux2i_1",
  "netlist-cell-type-count": 51,
  "hpwl_um": 3244,
  "clk_pin_slew_worst_paths_ps": 100,
  "cts.path.max_buffers": 2,
  "ctsHoldBuffers": 0,
  "grtUsageMet1_pct": 20.19,
  "synth_top_cell_by_count": "dfrtp_1",
  "leakagePower_nw": 1.310,
  "ys_cells": 239,
  "min_period_ps": 2289,
  "synthArstFlopShare_pct": 100.0,
  "grt.busiest_layer": "met1",
  "slowest_delay_ps": 700,
  "drt_wl_total_um": 4768
}
[sequential cells by signal (all words and copies together), names as in the netlist, 4 cells and up]
name / flops
sample_buf_q: 16
preamble_q: 4
bit_count_q: 6
audio_sample_q: 16
subframe_count_q: 9
[placed cells by master, fill, tap and decap left out, types with 5 or more instances in the layout]
cell type,count
clkbuf_8,5
mux2_2,19
nand2_1,13
nor2b_1,7
inv_1,6
xnor2_1,5
mux2i_1,19
clkdlybuf4s50_1,36
nor2_1,20
a21oi_1,18
dfrtp_1,55
o21ai_0,6
[final cells by class]
cell class | instances | area [um2]
tap | 108 | 135.1
inverter | 8 | 30.03
timing repair buffer | 38 | 375.4
clock inverter | 2 | 12.51
multi-input combinational | 161 | 1191
sequential | 56 | 1403
clock buffer | 6 | 72.57
fill | 861 | 5459
[how the worst min path moves through the flow]
| stage | startpoint | to | slack [ps] |
|---|---|---|---|
| final | preamble_q[2] | preamble_q[2] | 480 |
| after global routing | preamble_q[2] | preamble_q[2] | 520 |
| after CTS | preamble_q[2] | preamble_q[2] | 480 |
[logic make-up after synthesis]
group / after synthesis
muxes: 41
DFF: 56
adders and majority gates: 3
AOI/OAI and AO/OA: 42
buffers and inverters: 22
xor gates and xnor gates: 8
and+or+nand+nor: 67
[worst register-to-register path: stages, from the launching register on]
cell and delay (ps):
dfrtp_1 700, mux4_2 570, or2_1 230, a32oi_1 270, nor4b_1 90, a311o_1 320
[power groups by stage]
stage	logic [W]	clock network, W	registers [W]
global route	0.000331	0.000252	0.000613
CTS	0.000298	0.000238	0.000595
finish	0.000294	0.000228	0.000594
[metrics by stage]
stage	setup slack, ps	cell area [um2]	cells
CTS	2990	3219	379
floorplan	2870	2684	239
global route	2851	3219	379
finish	3011	3219	379
detailed placement	2805	3134	371
global placement	2825	3134	371
[layer usage]
metal | up-vias | share of wire, %
li1 | 918 | -
met1 | 887 | 50
met2 | 25 | 46
met3 | 2 | 2.7
met4 | 0 | 0.52
met5 | - | 0
Power and IR drop assume default switching activity.
